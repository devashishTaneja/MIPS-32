==> ./config.mk <==
export PLATFORM = sky130hd
export DESIGN_NAME = control_unit
export DESIGN_NICKNAME = control_unit
export VERILOG_FILES = /design/flow/design.v
export SDC_FILE = /design/flow/constraint.sdc
export NUM_CORES = 4
export LEC_CHECK = 1
export CORE_AREA = 10 10 70 70
export DIE_AREA = 0 0 80 80
==> ./constraint.sdc <==
current_design control_unit

set clk_period 2.5
set clk_io_pct 0.2

create_clock -name clk0 -period $clk_period

set non_clock_inputs [all_inputs -no_clocks]
set_input_delay [expr $clk_period * $clk_io_pct] -clock clk0 $non_clock_inputs
set_output_delay [expr $clk_period * $clk_io_pct] -clock clk0 [all_outputs]
==> ./design.v <==
`timescale 1ns / 1ps
module control_unit(
	output reg RegRead,
		RegWrite,
		MemRead,
		MemWrite,
		RegDst,         
		Branch,
	input [5:0] opcode, func
);
	always @(opcode, func) begin
		MemRead  = 1'b0;
		MemWrite = 1'b0;
		RegWrite = 1'b0;
		RegRead  = 1'b0;
		RegDst   = 1'b0;
		Branch   = 1'b0;
		if(opcode == 6'h0)
            begin
                RegDst = 1'b1;
                RegRead = 1'b1;
                if(func != 6'h08) 
                    begin
                        RegWrite = 1'b1;
                    end
            end
		if(opcode != 6'b1111)
            begin
                RegRead = 1'b1;
            end
		if(opcode != 6'h0 & opcode != 6'h4 & opcode != 6'h5 & opcode != 6'h28 & opcode != 6'h29 & opcode != 6'h2b) 
			begin
				RegWrite = 1'b1;
				RegDst   = 1'b0;
			end
		if(opcode == 6'h4 | opcode == 6'h5) 
            begin
                Branch = 1'b1;
            end
		if(opcode == 6'h28 | opcode == 6'h29 | opcode == 6'h2b) 
            begin
                MemWrite = 1'b1;
                RegRead  = 1'b1;
            end
		if( (opcode == 6'h20) | (opcode == 6'h21) | (opcode == 6'h22) | (opcode == 6'h24) | (opcode == 6'h25))
			begin
				MemRead = 1'b1;
				RegWrite = 1'b1;
				RegDst   = 1'b0;
			end
	end
endmodule
==> ./run.sh <==
#!/bin/bash
# OpenROAD 26Q1-2900-gdf79404cd8, Yosys 0.63+post, stock flow scripts
make -C /OpenROAD-flow-scripts/flow DESIGN_CONFIG=/design/flow/config.mk WORK_HOME=/design/flow/orfs finish
==> insert_results.sql <==
-- load yosys + openroad results
INSERT INTO impl_metrics (metric_group, metric, value, unit) VALUES
('run_status', 'result_of_the_run', 'complete, no violations', ''),
('drt', 'routed-wl-met2', '249', 'um'),
('job', 'stage_log_warnings', '32', ''),
('synthesis', 'synth.cell_area', '128', 'sq um'),
('floorplan', 'pin_count', '18', ''),
('critical_path', 'worst_ep_required_time', '2.00', 'ns'),
('synthesis', 'syn-instance-count', '19', ''),
('drt', 'dr.first_iter.drc_count', '7', ''),
('critical_path', 'cpMaxStageDelayCell', 'clkdlybuf4s50_1', ''),
('floorplan', 'placement_rows', '21', ''),
('critical_path', 'setup.worst_path.start_class', 'input pin', ''),
('global_routing', 'grt_max_degree', '7', ''),
('drt', 'avgViaCountPerCell', '2.66', ''),
('placement', 'port-buffer-count', '18', ''),
('drt', 'drt-pass1-iter-count', '3', ''),
('critical_path', 'timing.critical_path.slowest_cell_delay', '0.45', 'ns'),
('drt', 'num_vias', '234', ''),
('final_timing', 'final-setup-viol-count', '0', ''),
('final_timing', 'worst_hold_slack', '1.80', 'ns'),
('synthesis', 'netlist.top_cell.by_area', 'and3_1', ''),
('final_timing', 'timing.final.max_slew_violations', '0', ''),
('global_routing', 'first_global_vias', '207', ''),
('final_timing', 'tns', '0', 'ns'),
('drt', 'wirelength_met1', '364', 'um'),
('synthesis', 'top_cell', 'nor2_1', ''),
('min_path', 'hold_start', 'opcode[3]', ''),
('drt', 'highest_layer', 'met3', ''),
('pwr', 'cell_internal_pwr', '0.0257', 'mW'),
('drt', 'antenna_cells', '0', ''),
('global_routing', 'gr_ovfl_total', '0', ''),
('synthesis', 'fa_ha_area_share', '0', '%'),
('synthesis', 'synth.yosys.seq_area_share', '0', '%'),
('layout', 'post_route_cells_drive_above_1_share', '21.4', '%'),
('final_timing', 'maxSlewHeadroom', '85.7', '%'),
('critical_path', 'cp_cell_sequence', 'clkdlybuf4s50_1 > nor2_2 > and3_4 > buf_4 > buf_4 > clkdlybuf4s50_1', ''),
('drt', 'routed-wl-met3', '147', 'um'),
('final_timing', 'layout_worst_path_cycle_share', '96.8', '%'),
('layout', 'logic_area', '141', 'sq um'),
('synthesis', 'yosys-stat-area', '128', 'sq um'),
('pwr', 'cellPowerDensity', '95.8', 'mW/mm^2'),
('pwr', 'clkPwrFrac', '0', '%'),
('synthesis', 'post_synth_xor_area_fraction', '0', '%'),
('drt', 'post_drt_wl_per_cell', '8.65', 'um'),
('critical_path', 'cp_max_fo', '3', ''),
('critical_path', 'worstSetupEndpointType', 'primary output', ''),
('job', 'max-cap-violations', '0', ''),
('synthesis', 'ys_sh_mux', '0', '%'),
('final_timing', 'final-hold-violation-count', '0', ''),
('min_path', 'min_path_type', 'in2out', ''),
('layout', 'flip_flops', '0', ''),
('floorplan', 'die_height', '80', 'um'),
('final_timing', 'worst_pin_slew', '0.212', 'ns'),
('synthesis', 'yosys.cell_types.count', '13', ''),
('critical_path', 'critical_path_class', 'in2out', ''),
('floorplan', 'floorplan.core_util', '3.74', '%'),
('floorplan', 'die.size.x', '80', 'um'),
('pwr', 'switchingPower', '0.0134', 'mW'),
('pwr', 'power.share.combinational', '100.0', '%'),
('synthesis', 'netlist_logic_family_top', 'simple AND/OR/NAND/NOR gates', ''),
('pwr', 'power_switching_share', '34.3', '%'),
('global_routing', 'grt_util_all_layers', '2.01', '%'),
('layout', 'syn2layout_area_growth', '221', '%'),
('global_routing', 'grt_pass1_wl', '1.08', 'mm'),
('drt', 'postRouteWirelength', '761', 'um'),
('synthesis', 'synth.cellmix.simpleShare', '80.4', '%'),
('placement', 'dp_hpwl', '653', 'um'),
('final_timing', 'final_period_minus_worst_setup_slack', '2.42', 'ns'),
('global_routing', 'antenna_found_initial', '0', ''),
('final_timing', 'maxClockFrequency', '0.413', 'GHz'),
('synthesis', 'ys_cells', '19', ''),
('pwr', 'max_rail_drop_vdd', '11.8', 'uV');
==> worst max path at each step <==
stage / from / endpoint / slack [ns] / cells past startpoint
6_report: opcode[4] / RegDst / 0.08 / 6
5_1_grt: opcode[4] / RegRead / 0.007 / 5
4_1_cts: opcode[4] / RegDst / 0.05 / 6
==> power groups by stage <==
stage | logic, mW | clock network [mW] | registers [mW]
final | 0.0392 | 0 | 0
after global routing | 0.0427 | 0 | 0
after CTS | 0.0375 | 0 | 0
==> cells by family (layout without fill, tap and decap cells) <==
group	after synthesis	in the layout
and+or+nand+nor	16	16
buffers and inverters	0	23
AOI/OAI and AO/OA	3	3
==> per-stage QoR <==
| step | area, sq um | utilization [%] | power [mW] | setup slack, ns | cells |
|---|---|---|---|---|---|
| global route | 409 | 12.0 | 0.0427 | 0.00654 | 88 |
| CTS | 395 | 11.6 | 0.0375 | 0.0456 | 88 |
| global placement | 395 | 11.6 | 0.0399 | -0.0973 | 87 |
| finish | 409 | 12.0 | 0.0392 | 0.0795 | 88 |
| floorplan | 128 | - | 0.00823 | 0.831 | 19 |
| detailed placement | 395 | 11.6 | 0.0404 | -0.104 | 87 |
==> final cells by class <==
| class | count | share of cell area (%) |
|---|---|---|
| tap | 46 | 14.1 |
| multi-input combinational | 19 | 34.6 |
| timing repair buffer | 23 | 51.4 |
==> cell usage in the layout, fill, tap and decap left out <==
cell,Yosys,routed
nand2_1,1,1
clkdlybuf4s50_1,0,12
a32oi_1,1,1
dlygate4sd2_1,0,6
o21ai_0,1,1
buf_4,0,5
nor2_1,4,3
nand2b_1,2,2
a2111o_1,1,1
and3_4,0,1
nor4b_2,1,1
nor4bb_2,0,1
and2b_1,1,1
and3_1,3,2
nor2_2,0,1
nand3_1,1,1
and4b_1,1,1
nor3_1,1,1
==> metal layers <==
layer,up-vias,GRT usage [%]
li1,124,-
met1,95,3.03
met2,15,2.49
met3,0,1.14
met4,0,0
met5,-,0
==> what timing repair did <==
item | CTS | global route
buffers inserted | 1 | 0
gates resized | 6 | 3
hold buffers | 0 | 0
pin swaps | 4 | 0
setup endpoints to repair | 1 | 1
==> critical path: cells and delay by family <==
| family | cells | cell delay, ns |
|---|---|---|
| buffers and inverters | 4 | 1.06 |
| and+or+nand+nor | 2 | 0.34 |
Power figures rest on the tool's default switching activity, not on a simulated workload.
